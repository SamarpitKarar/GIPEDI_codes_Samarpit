File: flow/config.mk
export PLATFORM = sky130hd
export DESIGN_NAME = twobit_mesh4
export DESIGN_NICKNAME = twobit_mesh4
export VERILOG_FILES = /design/flow/design.v
export SDC_FILE = /design/flow/constraint.sdc
export NUM_CORES = 4
export LEC_CHECK = 1
export CORE_UTILIZATION = 40
File: flow/constraint.sdc
current_design twobit_mesh4

set clk_period 4.3
set clk_io_pct 0.2

create_clock -name clk0 -period $clk_period [get_ports {clk}]

set non_clock_inputs [all_inputs -no_clocks]
set_input_delay [expr $clk_period * $clk_io_pct] -clock clk0 $non_clock_inputs
set_output_delay [expr $clk_period * $clk_io_pct] -clock clk0 [all_outputs]
File: flow/design.v
`timescale 1ns / 1ps
module twobit_comparator(
input [1:0] in1,in2,
output reg out
);
always @ (*)
begin
 if (in1 >= in2)
 begin
  out <= 1;  
 end
 else
 begin
  out <= 0;  
 end     
end
endmodule
`timescale 1ns / 1ps
module twobit_mesh4( 
  input [1:0] in1,in2,in3,in4,in5,in6,in7,in8,in9,in10,in11,in12,in13,in14,in15,in16,  
input RD, WR,  
input clk, reset,
output reg [3:0] led
);
wire [3:0] y[0:15];
reg [3:0] led_pattern[0:15];
reg out[0:15];
reg [3:0]  Count = 0; 
reg [3:0] FIFO [0:15]; 
reg [3:0]  readCounter = 0, writeCounter = 0; 
twobit_comparator wire12 (in1,in2,y[0][0]);
twobit_comparator wire15 (in1,in5,y[0][1]);
twobit_comparator wire14 (in1,in4,y[0][2]);
twobit_comparator wire113 (in1,in13,y[0][3]);
twobit_comparator wire23 (in2,in3,y[1][0]);
twobit_comparator wire26 (in2,in6,y[1][1]);
twobit_comparator wire21 (in2,in1,y[1][2]);
twobit_comparator wire214 (in2,in14,y[1][3]);
twobit_comparator wire34 (in3,in4,y[2][0]);
twobit_comparator wire37 (in3,in7,y[2][1]);
twobit_comparator wire32 (in3,in2,y[2][2]);
twobit_comparator wire315 (in3,in15,y[2][3]);
twobit_comparator wire41 (in4,in1,y[3][0]);
twobit_comparator wire48 (in4,in8,y[3][1]);
twobit_comparator wire43 (in4,in3,y[3][2]);
twobit_comparator wire416 (in4,in16,y[3][3]);
twobit_comparator wire56 (in5,in6,y[4][0]);
twobit_comparator wire59 (in5,in9,y[4][1]);
twobit_comparator wire58 (in5,in8,y[4][2]);
twobit_comparator wire51 (in5,in1,y[4][3]);
twobit_comparator wire67 (in6,in7,y[5][0]);
twobit_comparator wire610 (in6,in10,y[5][1]);
twobit_comparator wire65 (in6,in5,y[5][2]);
twobit_comparator wire62 (in6,in2,y[5][3]);
twobit_comparator wire78 (in7,in8,y[6][0]);
twobit_comparator wire711 (in7,in11,y[6][1]);
twobit_comparator wire76 (in7,in6,y[6][2]);
twobit_comparator wire73 (in7,in3,y[6][3]);
twobit_comparator wire85 (in8,in5,y[7][0]);
twobit_comparator wire812 (in8,in12,y[7][1]);
twobit_comparator wire87 (in8,in7,y[7][2]);
twobit_comparator wire84 (in8,in4,y[7][3]);
twobit_comparator wire912 (in9,in12,y[8][0]);
twobit_comparator wire95 (in9,in5,y[8][1]);
twobit_comparator wire910 (in9,in10,y[8][2]);
twobit_comparator wire913 (in9,in13,y[8][3]);
twobit_comparator wire109 (in10,in9,y[9][0]);
twobit_comparator wire106 (in10,in6,y[9][1]);
twobit_comparator wire1011 (in10,in11,y[9][2]);
twobit_comparator wire1014 (in10,in14,y[9][3]);
twobit_comparator wire1110 (in11,in10,y[10][0]);
twobit_comparator wire117 (in11,in7,y[10][1]);
twobit_comparator wire1112 (in11,in12,y[10][2]);
twobit_comparator wire1115 (in11,in15,y[10][3]);
twobit_comparator wire1211 (in12,in11,y[11][0]);
twobit_comparator wire128 (in12,in8,y[11][1]);
twobit_comparator wire129 (in12,in9,y[11][2]);
twobit_comparator wire1216 (in12,in16,y[11][3]);
twobit_comparator wire1316 (in13,in16,y[12][0]);
twobit_comparator wire139 (in13,in9,y[12][1]);
twobit_comparator wire1314 (in13,in14,y[12][2]);
twobit_comparator wire131 (in13,in1,y[12][3]);
twobit_comparator wire1413 (in14,in13,y[13][0]);
twobit_comparator wire1410 (in14,in10,y[13][1]);
twobit_comparator wire1415 (in14,in15,y[13][2]);
twobit_comparator wire142 (in14,in2,y[13][3]);
twobit_comparator wire1514 (in15,in14,y[14][0]);
twobit_comparator wire1511 (in15,in11,y[14][1]);
twobit_comparator wire1516 (in15,in16,y[14][2]);
twobit_comparator wire153 (in15,in3,y[14][3]);
twobit_comparator wire1615 (in16,in15,y[15][0]);
twobit_comparator wire1612 (in16,in12,y[15][1]);
twobit_comparator wire1613 (in16,in13,y[15][2]);
twobit_comparator wire164 (in16,in4,y[15][3]);
always @ (*)
begin
out[0] = y[0][0] || y[0][1] || y[0][2] || y[0][3];
out[1] = y[1][0] || y[1][1] || y[1][2] || y[1][3];
out[2] = y[2][0] || y[2][1] || y[2][2] || y[2][3];
out[3] = y[3][0] || y[3][1] || y[3][2] || y[3][3];
out[4] = y[4][0] || y[4][1] || y[4][2] || y[4][3];
out[5] = y[5][0] || y[5][1] || y[5][2] || y[5][3];
out[6] = y[6][0] || y[6][1] || y[6][2] || y[6][3];
out[7] = y[7][0] || y[7][1] || y[7][2] || y[7][3];
out[8] = y[8][0] || y[8][1] || y[8][2] || y[8][3];
out[9] = y[9][0] || y[9][1] || y[9][2] || y[9][3];
out[10] = y[10][0] || y[10][1] || y[10][2] || y[10][3];
out[11] = y[11][0] || y[11][1] || y[11][2] || y[11][3];
out[12] = y[12][0] || y[12][1] || y[12][2] || y[12][3];
out[13] = y[13][0] || y[13][1] || y[13][2] || y[13][3];
out[14] = y[14][0] || y[14][1] || y[14][2] || y[14][3];
out[15] = y[15][0] || y[15][1] || y[15][2] || y[15][3];
	 if (out[0]==1)
	   led_pattern[0] = 4'b0000;
	 else
	   led_pattern[0] = 4'b0000;
	 if (out[1]==1)
	   led_pattern[1] = 4'b0001;
	 else
	   led_pattern[1] = 4'b0000;
	 if (out[2]==1)
	   led_pattern[2] = 4'b0010;
	 else
	   led_pattern[2] = 4'b0000;
	 if (out[3]==1)
	   led_pattern[3] = 4'b0011;
	 else
	   led_pattern[3] = 4'b0000;
	 if (out[4]==1)
	   led_pattern[4] = 4'b0100;
	 else
	   led_pattern[4] = 4'b0000;
	 if (out[5]==1)
	   led_pattern[5] = 4'b0101;
	 else
	   led_pattern[5] = 4'b0000;
	 if (out[6]==1)
	   led_pattern[6] = 4'b0110;
	 else
	   led_pattern[6] = 4'b0000;
	 if (out[7]==1)
	   led_pattern[7] = 4'b0111;
	 else
	   led_pattern[7] = 4'b0000;
	 if (out[8]==1)
	   led_pattern[8] = 4'b1000;
	 else
	   led_pattern[8] = 4'b0000;
	 if (out[9]==1)
	   led_pattern[9] = 4'b1001;
	 else
	   led_pattern[9] = 4'b0000;
	 if (out[10]==1)
	   led_pattern[10] = 4'b1010;
	 else
	   led_pattern[10] = 4'b0000;
	 if (out[11]==1)
	   led_pattern[11] = 4'b1011;
	 else
	   led_pattern[11] = 4'b0000;
	 if (out[12]==1)
	   led_pattern[12] = 4'b1100;
	 else
	   led_pattern[12] = 4'b0000;
	 if (out[13]==1)
	   led_pattern[13] = 4'b1101;
	 else
	   led_pattern[13] = 4'b0000;
	 if (out[14]==1)
	   led_pattern[14] = 4'b1110;
	 else
	   led_pattern[14] = 4'b0000;
	 if (out[15]==1)
	   led_pattern[15] = 4'b1111;
	 else
	   led_pattern[15] = 4'b0000;
end
always @ (posedge clk)
begin
  if (reset) begin 
   readCounter = 0; 
   writeCounter = 0; 
  end 
  else if (RD ==1'b1 && Count!=0) begin  
   led  = FIFO[readCounter]; 
   readCounter = readCounter+1; 
  end 
  else if (WR==1'b1 && Count<16) begin  
   FIFO[writeCounter]  = led_pattern[writeCounter]; 
   writeCounter  = writeCounter+1; 
  end 
  else; 
 if (writeCounter==16) 
  writeCounter=0; 
 else if (readCounter==16) 
  readCounter=0; 
 else;
 if (readCounter > writeCounter) begin 
  Count=readCounter-writeCounter; 
 end 
 else if (writeCounter > readCounter) 
  Count=writeCounter-readCounter; 
 else;
end
endmodule
File: flow/run.sh
#!/bin/bash
# OpenROAD 26Q1-2900-gdf79404cd8, Yosys 0.63+post, stock flow scripts
make -C /OpenROAD-flow-scripts/flow DESIGN_CONFIG=/design/flow/config.mk WORK_HOME=/design/flow/orfs finish
==> changes_impl.md <==
## Flow update

* CTS resizes at 0
* Vias per cell at 5.36
* Worst R2R End: Count[3]
* Initial DRC Count at 213
* CP startpoint: RD
* Share of layout cells above drive strength 1 at 10.1%
* Worst skew pair latency at 330 ps
* Reg-to-reg setup timing slack at 710 ps
* # rows at 42
* Ys async rst share at 0%
* Area of the multi-input gates at approximately 2800 um^2
* Critical path class: input port to register
* Uppermost layer routed: met4
* Final TNS setup at 0 ps
* Min Clock Period, post-route at about 3700 ps
* Worst r2r path cells at 13
* Die width at 118 um
* All-layer global routing usage at 18.5%
* Root Buffer Master: clkbuf_16
* CTS Hold Buffers Added at 0
* Ant. Diodes at 0
* CP required at roughly 4400 ps
* Met2 WL post-DR at 5700 um
* CTS Buffer Depth at 2
* CTS sink count at 80
* H-Tree Depth at 3
* VDD IR max at 165 uV
* Final setup fails at 0
* Area Growth Syn to Fin at 16.2%
* Critical-path maximum fanout at 7
* Pre-Place Util at 40.9%
* Yosys stat chip area at ~5400 um^2
* Drt drc at 0
* Met3 wire length at 639 um
* Max Freq at 0.271 GHz
* Arr. time, crit path at 3770 ps
* Log Warnings at 32
* Post-Route Utilization at 47.6%
* Type of origin of the critical path: input port
* FILL cells at 1,218
* CTS tree: built
* CP endpoint kind: register
* Worst-Margin Slew at around 610 ps
* Final Wtd Congestion at roughly 0.96
* Initial antenna violation count at 0
* Unrepaired setup endpoints after global routing: no
* Worst Hold Class: register to register
* Pleak at ~2.5 nW
* Worst-path clk slew at ~60 ps
* Final Skew at ~6.3 ps
* Die footprint at about 14,000 um^2
* Fin. Hold Viols at 0
* Core area at between 10,000 and 15,000 um^2
* Wirelength per Cell at 16.6 um
* Yosys stat cell total at a little under 500
* Critical Path Sink: Count[3]
* Status: completed
* Synthesized area at ~5400 um^2
* Max Cap Viol at 0
* Register area share after synthesis at a little over two fifths
* Cell Pwr Density at 344 nW/um^2
* Antenna Nets Post-Route at 0
* Avg Cell Area, Syn at ~11 um^2
* Total power at 2.17 mW
* DP Area at 6040 um^2
* Post-synthesis cell count at 494
* Number of port buffers at 39
* Slew Limit Fails at 0
* # IOs at around 40
* CTS Buf Count at 9
* Cell Type Count at 58
* Ys flops at 80
* Final wirelength at 11,900 um
* Setup bufs post-CTS at 0
* EDFF count, synth at 72
* Max-slew headroom at 58.6%
* Tcrit/Tclk final at 85.9%
* First-pass GRT wire length at 19,300 um
* Sequential cell area at between 2000 and 2500 um^2
* Largest net degree at the start of global routing at 18
* Vias in the first global route at 3,828
* Die Height at 118 um
* Yosys warns at 6
* Top cells excl fill/tap: ha_1, edfxtp_1, inv_1
* Dominant flop cell: edfxtp_1
* Total grt overflow at 0
* DP HPWL at 9510 um
* Vias at 3,865
* Most numerous logic cell after layout: ha_1
* WL met1 at roughly 5200 um
* Reg2Reg Launch Point: Count[1]
* Pre-antenna DRT Iters at 5
* Post-route cell area at 6300 um^2
-- power breakdown --
part	internal, mW	switching (mW)	leakage [nW]
registers	0.910	0.0326	0.719
logic	0.264	0.299	1.66
clock network	0.383	0.279	0.125
total	1.56	0.611	2.50
-- synth_stat cells (5+ instances only) --
cell        n  area, um^2
a221oi_1    5        43.8
a31oi_1     5        31.3
nand2b_1    9        56.3
nor2_1     28         105
nand3_1     7        35.0
edfxtp_1   72        2160
nor2b_1    13        81.3
mux4_2      8         180
a21oi_1    18        90.1
and4_1      5        43.8
inv_1      59         221
nand4_1     6        37.5
or2_2       8        50.1
mux2i_1    17         170
xnor2_1     6        52.6
ha_1       77         963
nand2_1    47         176
dfxtp_1     8         160
a22oi_1     7        52.6
buf_2       5        25.0
o21ai_0    12        60.1
a2111oi_0   5        43.8
-- worst min path at each step --
stage / endpoint / cells after the start / start
global route: led[1] / 2 / readCounter[2]
finish: led[1] / 2 / readCounter[2]
CTS: led[1] / 2 / readCounter[2]
-- state kept, by name, summed over array words and instances, names as in the netlist --
| signal | count |
|---|---|
| Count | 4 |
| readCounter | 4 |
| FIFO | 64 |
| led | 4 |
| writeCounter | 4 |
-- logic make-up after synthesis --
family,synth area share (%)
and+or+nand+nor,14.8
DFF,42.8
adders and majority gates,18.5
AOI/OAI and AO/OA,10.5
buffers and inverters,4.82
muxes,7.29
xor gates and xnor gates,1.29
-- layout make-up --
| class | count | area share, % |
|---|---|---|
| multi-input cells | 346 | 45.1 |
| flip-flops and latches | 80 | 36.9 |
| repair buffers | 45 | 6.91 |
| clock buffers | 9 | 3.57 |
| inverters | 59 | 3.51 |
| well taps | 176 | 3.49 |
| clock inverters | 6 | 0.596 |
-- per-layer routing --
layer / vias to the layer above / track usage [%]
met4: 0 / 4.59
met1: 1774 / 26.1
li1: 1930 / -
met2: 127 / 30.5
met3: 34 / 3.84
met5: - / 0
-- metrics by stage --
step | hold slack (ps) | instances | setup WS [ps]
after floorplan | 627 | 494 | 955
after CTS | 705 | 721 | 603
final | 710 | 721 | 606
after detailed placement | 698 | 706 | 263
after global routing | 722 | 721 | 403
after global placement | 703 | 706 | 320
-- worst max-delay path: stages --
cell and delay (ps):
clkdlybuf4s50_1 450, o41ai_4 120, nand2_1 230, xnor2_1 160
or2_2 280, inv_1 80, ha_1 160, inv_1 50
fa_1 400, a31oi_1 270, a21oi_2 150, mux2i_1 150
a311oi_1 310, xnor2_1 90
No activity file was given, so power comes from the tool's default toggle rates.
